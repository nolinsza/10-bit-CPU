$ cat /design/flow/design.v
`timescale 1ns/1ps
module adder10 (
    output wire[9:0] sum, 
    output wire cout,
    input wire [9:0] A, B,
    input wire cin);
    wire w1, w2, w3, w4, w5, w6, w7, w8, w9;
    fulladder A1(sum[0], w1, A[0], B[0], cin);
    fulladder A2(sum[1], w2, A[1], B[1], w1);
    fulladder A3(sum[2], w3, A[2], B[2], w2);
    fulladder A4(sum[3], w4, A[3], B[3], w3);
    fulladder A5(sum[4], w5, A[4], B[4], w4);
    fulladder A6(sum[5], w6, A[5], B[5], w5);
    fulladder A7(sum[6], w7, A[6], B[6], w6);
    fulladder A8(sum[7], w8, A[7], B[7], w7);
    fulladder A9(sum[8], w9, A[8], B[8], w8);
    fulladder A10(sum[9], cout, A[9], B[9], w9);
endmodule
module tb_adder10();
    wire [9:0] sum;
    wire cout;
    reg [9:0] A, B;
    reg cin;
    adder10 SUT(.sum(sum), .cout(cout), .A(A),.B(B),.cin(cin));
    parameter PERIOD = 10;
    initial begin
        cin=1'B0; A=10'b100; B=10'b100; #PERIOD;
        A = 10'b111; B = 10'b1; #PERIOD;
        cin=1'B1; A=10'b100; B=10'b100; #PERIOD;
    end
endmodule
module mux2x1_10(
    output reg [9:0] mout,      
    input wire [9:0] A, B,       
    input wire SW
    );
    always @(*) begin
    case (SW)
        1'b0:mout [9:0] = A[9:0];
        1'b1: mout [9:0] = B[9:0];
        default:mout=10'bx;
        endcase
    end
endmodule
module tb_2x1mux_10 ();
    wire [9:0] mout;
    reg[9:0] A, B;
    reg SW;
    mux2x1_10 SUT(.mout(mout), .A(A), .B(B), .SW(SW));
    parameter PERIOD = 10;
    initial begin 
        A = 10'b111111111;   B= 10'b0; SW = 1'b0;     #PERIOD;
        A = 10'b0;    B= 10'b111111111; SW = 1'b1;     #PERIOD;
        A = 10'b11111111;    B= 10'b11; #PERIOD;
                              #PERIOD;
     end  
endmodule    
module FetchUnit(
     output wire [9:0] dout,
     output wire cout,
     input wire clk, reset, en, ctrl, cin,
     input wire [9:0] la, val1);
     wire [9:0] inc_PC, PC;
     PC_reg PC_Reg(.dout(PC), .clk(clk), .reset(reset), .en(en), .din(dout));
     adder10 add1(.sum(inc_PC), .cout(cout), .A(PC),.B(val1),.cin(cin));
     mux2x1_10 PC_mux(.mout(dout), .A(inc_PC), .B(la), .SW(ctrl));
endmodule
module tb_FetchUnit ();
    wire [9:0] dout;
    wire cout;
    reg clk, reset, en, ctrl, cin;
    reg [9:0] la, val1;
 FetchUnit SUT(.dout(dout), .cout(cout), .clk(clk), .reset(reset), .en(en), .ctrl(ctrl), .cin(cin), .la(la), .val1(val1));
 parameter PERIOD = 10;
 initial clk = 1'b0;  
 always #(PERIOD/2) clk = ~clk;
 initial begin
     reset = 1'b1; la = 4'b1111; val1 = 10'b1;                      #PERIOD;
     reset = 1'b0; ctrl =1'b0; en = 1'b1; cin=1'b0;                 #PERIOD;
                                                                    #PERIOD;
    ctrl = 1'b1;                                                    #PERIOD;
    ctrl=1'b0;                                                      #PERIOD;
                                                                    #PERIOD;
                                                                    #PERIOD;
 end
endmodule
module PC_reg (
 output reg [9:0] dout,
 input wire clk, reset, en,
 input wire [9:0] din);
 always @(posedge clk) begin  
     if (reset == 1'b1) begin
        dout <= 10'b0;  
     end
     else if (en == 1'b1) begin
        dout <= din;  
     end
  end
endmodule
module fulladder(
    output sum, cout,
    input A, B, cin);
    wire w1, w2, w3;
    xor(w1, A, B);
    xor (sum, w1, cin); 
    and (w2, A, B);
    and (w3, w1, cin);
    or (cout, w2, w3);
endmodule
module tb_fulladder();
    wire sum, cout;
    reg A, B, cin;
    fulladder SUT(.sum(sum), .cout(cout), .A(A), .B(B), .cin(cin));
    parameter PERIOD=10;
    initial begin
        cin=1'B0; A=1'b0; B=1'b0; #PERIOD;
        cin=1'B0; A=1'b1; B=1'b0; #PERIOD;
        cin=1'B0; A=1'b0; B=1'b1; #PERIOD;
        cin=1'B0; A=1'b1; B=1'b1; #PERIOD;
    end
endmodule
$ cat /design/flow/run.sh
#!/bin/bash
# OpenROAD 26Q1-2900-gdf79404cd8, Yosys 0.63+post, stock flow scripts
make -C /OpenROAD-flow-scripts/flow DESIGN_CONFIG=/design/flow/config.mk WORK_HOME=/design/flow/orfs finish
$ cat /design/flow/config.mk
export PLATFORM = sky130hd
export DESIGN_NAME = FetchUnit
export DESIGN_NICKNAME = FetchUnit
export VERILOG_FILES = /design/flow/design.v
export SDC_FILE = /design/flow/constraint.sdc
export NUM_CORES = 4
export LEC_CHECK = 1
export CORE_AREA = 10 10 84 84
export DIE_AREA = 0 0 94 94
$ cat /design/flow/constraint.sdc
current_design FetchUnit

set clk_period 9.6
set clk_io_pct 0.2

create_clock -name clk0 -period $clk_period [get_ports {clk}]

set non_clock_inputs [all_inputs -no_clocks]
set_input_delay [expr $clk_period * $clk_io_pct] -clock clk0 $non_clock_inputs
set_output_delay [expr $clk_period * $clk_io_pct] -clock clk0 [all_outputs]
==> impl_metrics.tcl <==
# collected from the flow reports
set metrics [dict create \
    synth_area_sq_um 776 \
    yosys-stat-cells 67 \
    power_switching_mw 0.0365 \
    clk_pin_slew_ps 50 \
    fin_skew_ps 2.50 \
    cp_data_required_time_ps 7680 \
    grt-ovfl-total 0 \
    max_freq_ghz 0.109 \
    top_cell_area_share_pct 25.8 \
    final_cell_mix "clkdlybuf4s50_1 (35), dfxtp_1 (10), fa_1 (10)" \
    ys_area_sq_um 776 \
    antenna_found_initial 0 \
    fp_util_pct 14.9 \
    synthCells 67 \
    avgViaCountPerCell 3.32 \
    num_rows 26 \
    cts_tree "built" \
    arrival_ps 7230 \
    status "finished, final reports clean" \
    ys_types 14 \
    syn_area_per_cell_sq_um 11.6 \
    drive_gt1_share_pct 19.4 \
    die_w_um 94 \
    rsz0062_at_grt "false" \
    slew_violations 0 \
    diodes 0 \
    p_sw_share_pct 23.0 \
    ant_nets 0 \
    topCellsByArea "dfxtp_1 (26%), fa_1 (26%), mux2_4 (12%)" \
    core_area_sq_um 5200 \
    postCtsSetupBuffers 0 \
    cts.sinks 10 \
    cts_resized 0 \
    drt-total-wl_um 2080 \
    crit_fanout 2 \
    cts_max_path_buffers 2 \
    grt_start_max_net_pins 13 \
    gp_congestion 0.745 \
    ir_drop_mv 0.0344 \
    period_used_pct 95.4 \
    start_kind "input pin" \
    finalWorstSetupSlack_ps 446 \
    hold_path_class "reg -> reg" \
    crit_type "in -> out" \
    cts_inserted_buffers 3 \
    grt_pass1_wl_um 3490 \
    ctsHoldBuffers 0 \
    synth_flops 10 \
    drt-pass1-iter-count 3 \
    setup_viol 0 \
    largest_reg_flops 10 \
    ctsRootBufferMaster "clkbuf_8" \
    die-height_um 94 \
    wl_per_cell_um 12.0 \
    logic_area_sq_um 522 \
    slew_headroom_pct 55.2 \
    die_area_sq_um 8840 \
    drc 0 \
    placed_cells 169 \
    synth.largest_area_cell "dfxtp_1" \
    reg_top3 "PC_Reg.dout (10)" \
    layout_top_cell "clkdlybuf4s50_1" \
    nFillCells 573 \
    p_int_mw 0.122 \
    yosys.stat.seqShare_pct 25.8 \
    drtIter0Drc 1 \
    hold_viol 0 \
    syn_to_final_growth_pct 61.0 \
    worstMarginPinSlew_ps 670 \
    dp_hpwl_um 1750 \
    p_clk_share_pct 32.3 \
    io_pins 36 \
    yosys_warnings 2 \
    top_register "PC_Reg.dout" \
    num_vias 575 \
    port-buffer-count 35 \
    grt_pass1_vias 688 \
    power.density_nw_per_um2 127 \
    fin_setup_tns_ps 0 \
    pwr-share-comb_pct 37.4 \
    p_seq_share_pct 30.3 \
    finalCriticalPeriod_ps 9150 \
    grt_use_total_pct 4.98 \
    cp-end-kind "output port" \
    regArea_sq_um 200 \
    place_ws_ps 345 \
    drv_cap 0 \
    htree_levels 1 \
    clk_latency_ps 230 \
    final_cells 173 \
    warnings 25 \
    leakage_nw 0.492 \
]
-- path summary, 6_finish.rpt --
kind | startpoint | endpoint | slack, ps | cells past startpoint
worst max-delay path | cin | dout[9] | 450 | 17
worst min-delay path | PC_Reg.dout[9]$_SDFFE_PP0P_ | PC_Reg.dout[9]$_SDFFE_PP0P_ | 490 | 2
worst max register to register | PC_Reg.dout[0]$_SDFFE_PP0P_ | PC_Reg.dout[9]$_SDFFE_PP0P_ | 4630 | 15
worst min register to register | PC_Reg.dout[9]$_SDFFE_PP0P_ | PC_Reg.dout[9]$_SDFFE_PP0P_ | 490 | 2
-- kinds of logic (layout without fill, tap and decap cells) --
kind of cell               after synthesis  in the layout  share of synthesized area (%)
and+or+nand+nor                          9              9                           6.61
muxes                                    8              8                           14.5
AOI/OAI and AO/OA                       18             18                           20.3
buffers and inverters                   12             48                           6.93
DFF                                     10             10                           25.8
adders and majority gates               10             10                           25.8
-- stage by stage --
stage | power [mW] | area [sq um] | utilization [%] | hold WS (ps)
floorplan | 0.0773 | 776 | - | 462
global placement | 0.110 | 1190 | 22.9 | 484
detailed placement | 0.110 | 1190 | 22.9 | 481
CTS | 0.164 | 1250 | 24.0 | 493
global route | 0.173 | 1250 | 24.0 | 547
finish | 0.159 | 1250 | 24.0 | 488
-- power by group through the flow --
stage	combinational (mW)	clock, mW	sequential (mW)
4_1_cts	0.0620	0.0540	0.0482
5_1_grt	0.0680	0.0566	0.0488
6_report	0.0593	0.0513	0.0482
-- critical path, cell delays in order --
cell,delay [ps]
clkdlybuf4s50_1,400
inv_1,80
fa_1,160
inv_1,50
fa_1,410
fa_1,430
fa_1,430
fa_1,420
fa_1,420
fa_1,450
fa_1,430
fa_1,390
inv_1,80
fa_1,400
nor2b_1,150
nor2_1,120
clkdlybuf4s50_1,480
-- layout make-up --
class	instances	area share [%]
clock buffers	4	4.41
inverters	9	2.71
multi-input cells	45	41.8
flip-flops and latches	10	16.0
well taps	70	7.01
repair buffers	35	28.1
-- synthesized netlist by cell type --
cell type,count
o32ai_1,2
buf_6,1
mux2_4,6
nand2b_1,3
fa_1,10
inv_1,9
nor2b_1,4
clkbuf_1,1
nor2_1,2
buf_2,1
dfxtp_1,10
o21ba_2,8
o21a_1,8
mux2_2,2
-- metal layers --
metal  track usage, %  up-vias  routed length (um)
li1                 -      292                   -
met1             6.56      263                 926
met2             8.06       18                1010
met3             1.29        2                 115
met4             1.01        0                  30
met5                0        -                   0
Power is estimated from default activity; no workload was simulated.
